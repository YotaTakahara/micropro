<file path="config.mk">
export PLATFORM = sky130hd
export DESIGN_NAME = alu
export DESIGN_NICKNAME = alu
export VERILOG_FILES = /design/flow/design.v
export SDC_FILE = /design/flow/constraint.sdc
export NUM_CORES = 4
export LEC_CHECK = 1
export CORE_UTILIZATION = 30
</file>
<file path="constraint.sdc">
current_design alu

set clk_period 12.6
set clk_io_pct 0.2

create_clock -name clk0 -period $clk_period

set non_clock_inputs [all_inputs -no_clocks]
set_input_delay [expr $clk_period * $clk_io_pct] -clock clk0 $non_clock_inputs
set_output_delay [expr $clk_period * $clk_io_pct] -clock clk0 [all_outputs]
</file>
<file path="design.v">
`timescale 1ns / 1ps
module alu(
    input wire[5:0] alucode,
    input wire[31:0] op1,
    input wire [31:0] op2,
    output reg [31:0]alu_result,
    output reg br_taken
    );
    wire[5:0]shift=op2[5:0];
    always @(*)begin
      case(alucode)
      6'd17:begin
         alu_result=op1+op2;
        br_taken=1'b0;
      end
      6'd18:begin
          alu_result=op1-op2;
        br_taken=1'b0;
      end
      6'd19:begin
         alu_result=($signed({op1})<$signed({op2}))?1:0;
        br_taken=1'b0;
      end
      6'd20:begin
          alu_result=(op1<op2)?1:0;
        br_taken=1'b0;
      end
      6'd21:begin
          alu_result=op1^op2;
        br_taken=1'b0;
      end
      6'd22:begin
          alu_result=op1|op2;
        br_taken=1'b0;
      end
      6'd23:begin
          alu_result=op1&op2;
        br_taken=1'b0;
      end
      6'd24:begin
        alu_result=(op1<<shift);
        br_taken=1'b0;
      end
      6'd25:begin
        alu_result=op1>>shift;
        br_taken=1'b0;
      end
      6'd26:begin
        alu_result=$signed({op1})>>>$signed({shift});
        br_taken=1'b0;
      end
      6'd1:begin
        alu_result=op2+32'd4;
        br_taken=1'b1;
      end
      6'd2:begin
        alu_result=op2+32'd4;
        br_taken=1'b1;
      end
      6'd3:begin
        alu_result=32'd0;
        br_taken=(op1==op2)?1'b1:1'b0;
      end
      6'd4:begin
        alu_result=32'd0;
         br_taken=(op1!=op2)?1'b1:1'b0;
      end
      6'd5:begin
        alu_result=32'd0;
        br_taken=($signed({op1})<$signed({op2}))?1'b1:1'b0;
      end
      6'd7:begin
         alu_result=32'd0;
        br_taken=(op1<op2)?1'b1:1'b0;
      end
      6'd6:begin
        alu_result=32'd0;
        br_taken=($signed({op2})<=$signed({op1}))?1'b1:1'b0;
      end
      6'd8: begin
        alu_result=32'd0;
        br_taken=(op2<=op1)?1'b1:1'b0;
      end
      6'd9:begin
        alu_result=op1+op2;
        br_taken=1'b0;
      end
      6'd10:begin
        alu_result=op1+op2;
        br_taken=1'b0;
      end
      6'd11:begin
        alu_result=op1+op2;
        br_taken=1'b0;
      end
      6'd12:begin
        alu_result=op1+op2;
        br_taken=1'b0;
      end
      6'd13:begin
        alu_result=op1+op2;
        br_taken=1'b0;
      end
      6'd14:begin
        alu_result=op1+op2;
        br_taken=1'b0;
      end
      6'd15:begin
        alu_result=op1+op2;
        br_taken=1'b0;
      end
      6'd16:begin
        alu_result=op1+op2;
        br_taken=1'b0;
      end
      6'd0:begin
        alu_result=op2;
        br_taken=1'b0;
      end
      default:begin
          alu_result=32'b0;
          br_taken=1'b0;
      end
      endcase
    end
endmodule
</file>
<file path="run.sh">
#!/bin/bash
# OpenROAD 26Q1-2900-gdf79404cd8, Yosys 0.63+post, stock flow scripts
make -C /OpenROAD-flow-scripts/flow DESIGN_CONFIG=/design/flow/config.mk WORK_HOME=/design/flow/orfs finish
</file>
==> summary.txt <==
fresh numbers from the pnr run: # fillers 3863, Setup Viol. Count Final 0, OpenROAD warnings 135, Post-CTS Setup Repair Bufs 0, Syn Std Cell Area 10900 um^2, register area 0 um^2, fraction of layout cells with a size suffix above 1 8.36%, antenna violations before repair 1, final hold vios 0, Basic Gates by Area 20.9%, fp util 30.6%, Mux cell area share 16.0%, number of gates resized after cts 0, post-synthesis cell count 1607, Ys Warns 1, routed len/inst 28.1 um, slowest CP cell ha_1, Yosys Instances 1607, crit path capture type primary output, CP Buf/Inv Count 4, Synth Area in Compound Gates 36.6%, max layer used met4, Fmax 0.101 GHz, Pleak 4.79 nW, largest net degree at the start of global routing 64, global-route wire length before repair 86200 um, Core Box Area 35700 um^2, area of the die 37200 um^2, Rel. slew slack 34.6%, grt total ovfl 0, top cells, area ha_1 (16%), mux4_2 (10%), a21oi_1 (7.1%), Worst setup SP type input port, delay-heaviest family, CP buffers and inverters, Period minus WS final 9.89 ns, vias in the first global route 12.8k, Top cell by count, worst path clkdlybuf4s50_1, Yosys chip area 10900 um^2, drt via density 6.53, Total Routed Length 58500 um, Vias 13.6k, GRT Overall Usage 32.1%, wire length on met2 24900 um, Max Cap Viol 0, status completed, worst vdd ir 0.0172 mV, WL met1 26100 um, Detail Placement HPWL 45900 um, CTS Hold Buffers Added 0, Hold Path Class in -> out, Seq cells 0, XORs/XNORs by Area 2.00%, Slew @ Worst Pin 0.982 ns, Setup CP Type in -> out, # diodes 0, Worst EP required 10.08 ns, most common cell in the netlist nor2_1, Adder Area Share 15.9%, DP Worst Slack 2.84 ns, area leader, netlist ha_1, synth unique cells 79, Max stage delay on crit path 0.57 ns, Pins Over Slew Limit 0, Seq share, synth 0%, Critical Path AT 7.37 ns, post-route ant nets 0, RSZ-0062 raised after global routing false, DRC viols 0, initial DRC count 1759, Worst Path Max Fanout 37, Logic family by area AND-OR/OR-AND gates, P per Cell Area 42.2 nW/um^2, number of top-level pins 103, DRT Pass-1 Iters 24, critical path cell sequence clkdlybuf4s50_1 > buf_4 > clkinv_1 > ha_1 > nor4_1 > o21a_1 > nor3_1 > o211ai_1 > a21oi_1 > o21bai_1 > mux2i_1 > a21boi_0 > clkdlybuf4s50_1, I/O Buffers 103, fin crit share 78.5%, most frequent cells after synthesis nor2_1 (178), a21oi_1 (156), nand2_1 (140), # rows 69, die width 193 um, Max-area cell share 15.6%, routability cong. 1.07, DIE HEIGHT 193 um, final worst slack 2.71 ns, met3 WL 6230 um, Layout area overhead 12.8%, Syn Area/Cell 6.80 um^2, Setup TNS 0 ns, # clk buffers 0
[area by class of cell]
cell class	instances	area, um^2	share of cell area, %
Inverter	109	409	3.32
Tap cell	461	577	4.68
Timing Repair Buffer	144	1320	10.7
Multi-Input combinational cell	1373	10000	81.2
[placed cells by master (no fill, tap or decap), types with 6 or more instances in the layout]
cell / instances
a2111oi_0: 10
a211o_1: 8
a211oi_1: 12
a21boi_0: 7
a21o_1: 14
a21oi_1: 156
a221o_1: 14
a221oi_1: 30
a22oi_1: 17
a31oi_1: 19
and2_1: 8
and3_1: 8
buf_4: 43
clkdlybuf4s50_1: 99
ha_1: 136
inv_1: 106
mux2_2: 15
mux2i_1: 45
mux4_2: 50
nand2_1: 140
nand2b_1: 15
nand3_1: 33
nand4_1: 10
nor2_1: 175
nor2b_1: 11
nor3_1: 47
nor4_1: 20
o2111ai_1: 21
o211ai_1: 25
o21a_1: 10
o21ai_0: 124
o21bai_1: 22
o22ai_1: 16
o311ai_0: 8
o31ai_1: 18
o32ai_1: 6
or3_1: 14
xnor2_1: 25
[per-stage QoR]
stage / cell area, um^2 / instances / util, % / power, mW / hold WS (ns)
3_3_place_gp: 12300 / 2087 / 34.5 / 0.507 / 6.11
2_1_floorplan: 10900 / 1607 / - / 0.299 / 5.14
5_1_grt: 12300 / 2087 / 34.5 / 0.556 / 6.16
3_5_place_dp: 12300 / 2087 / 34.5 / 0.501 / 6.11
4_1_cts: 12300 / 2087 / 34.5 / 0.504 / 6.12
6_report: 12300 / 2087 / 34.5 / 0.520 / 6.08
[power by group]
| part | internal (mW) | switching (mW) |
|---|---|---|
| clock | 0 | 0 |
| sequential | 0 | 0 |
| combinational | 0.192 | 0.327 |
| total | 0.192 | 0.327 |
[routing by layer]
metal / up-vias / GRT usage [%]
li1: 6086 / -
met1: 6584 / 48.3
met2: 883 / 46.7
met3: 72 / 7.52
met4: 0 / 5.84
met5: - / 0
[logic make-up after synthesis]
family / after synthesis
adders and majority gates: 138
AOI/OAI and AO/OA: 596
and+or+nand+nor: 504
xor gates and xnor gates: 25
muxes: 110
buffers and inverters: 234
[path summary, 6_finish.rpt]
check | start | to | slack, ns | cells past startpoint
setup / recovery | op2[5] | br_taken | 2.71 | 13
hold / removal | op2[2] | alu_result[2] | 6.08 | 6
Power figures rest on the tool's default switching activity, not on a simulated workload.
