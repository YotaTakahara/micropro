==> flow/design.v <==
`timescale 1ns / 1ps
module multiplxer2(reg_we,is_load,is_store,is_halt,rs2_data,r_data,data_memory,w_data_memo,alu_result);
input reg_we,is_load,is_store,is_halt;
input [31:0] data_memory,rs2_data,alu_result;
output reg[31:0]r_data,w_data_memo;
always @(*)begin
    if(is_load)begin
      r_data=data_memory;
      w_data_memo=32'd0;
    end else if(is_store) begin
      r_data=alu_result;
      w_data_memo=rs2_data;
    end else begin
      r_data=alu_result;
    end
end
endmodule
==> flow/run.sh <==
#!/bin/bash
# OpenROAD 26Q1-2900-gdf79404cd8, Yosys 0.63+post, stock flow scripts
make -C /OpenROAD-flow-scripts/flow DESIGN_CONFIG=/design/flow/config.mk WORK_HOME=/design/flow/orfs finish
==> flow/config.mk <==
export PLATFORM = sky130hd
export DESIGN_NAME = multiplxer2
export DESIGN_NICKNAME = multiplxer2
export VERILOG_FILES = /design/flow/design.v
export SDC_FILE = /design/flow/constraint.sdc
export NUM_CORES = 4
export LEC_CHECK = 1
export CORE_AREA = 10 10 99 99
export DIE_AREA = 0 0 109 109
==> flow/constraint.sdc <==
current_design multiplxer2

set clk_period 1.0
set clk_io_pct 0.2

create_clock -name clk0 -period $clk_period

set non_clock_inputs [all_inputs -no_clocks]
set_input_delay [expr $clk_period * $clk_io_pct] -clock clk0 $non_clock_inputs
set_output_delay [expr $clk_period * $clk_io_pct] -clock clk0 [all_outputs]
==> results_slide.txt <==
Physical Implementation Snapshot

Status
  – Status: finished, violations left
  – Failing checks: negative setup slack

Clock tree
  – Hold-fix buffer count after cts: 0
  – Setup Buffers After CTS: 0

Floorplan
  – Die Size: 11900 um2
  – Chip height: 109 um
  – Fp_density: 15.0%
  – Io pins: 164
  – Die x size: 109 um
  – Row count: 32
  – Core area: 7730 um2

STA
  – Setup Total Neg Slack: -2.70 ns
  – Register pins left without a clock: 32
  – Fin. max-slew vios: 0
  – Setup violations, final: 32
  – Unrepaired setup endpoints after global routing: yes
  – Hold_ws: 0.797 ns
  – Post-layout period usage: 110%
  – Worst-Margin Slew: 0.294 ns
  – Endpoints left unconstrained: 64
  – Period minus WS final: 1.10 ns
  – Final WS setup: -0.103 ns
  – Final hold viol count: 0
  – Fmax: 906 MHz
  – Slew HR: 80.3%

Detailed routing
  – Starting DRT DRC Count: 29
  – WL per Instance: 14.9 um
  – Vias/cell: 3.67
  – N_diodes: 0
  – Total Wirelength: 5.57 mm
  – Post-route ant nets: 0
  – DRC viols: 0
  – Drt first pass iters: 4
  – Vias: 1371

Yosys
  – Average size of a mapped cell: 11.2 um2
  – Flops & latches, synth: 32
  – Unique masters post-synth: 7
  – Cell area leaders: dlxtn_1 (41%), mux2_4 (22%), nor2b_1 (17%)
  – # Cells Yosys: 104
  – Leading area contributor after synthesis: dlxtn_1
  – YS warnings: 1
  – Yosys Chip Area: 1160 um2
  – Largest type area fraction: 41.3%
  – Cells after Synth: 104
  – Synth Cell Area: 1160 um2

Cells and area
  – Layout cells sized above 1: 28.7%
  – Fin area: 3040 um2
  – Most frequent cells in the layout: clkdlybuf4s50_1 (65), dlygate4sd2_1 (64), mux2_4 (32), nor2b_1 (32), dlxtn_1 (32)
  – Fill cell count: 780
  – Number of flip-flops under the largest register name: 32
  – Most used logic cell in the final layout: clkdlybuf4s50_1
  – Area Overhead vs Synth: 161%

Global route
  – Remaining Overflow, GRT: 0
  – Largest net degree at the start of global routing: 28
  – Total GRT Usage: 8.65%
  – First-pass GRT wire length: 8.21 mm
  – Vias in the first global route: 1479
  – Antenna violations before repair: 0

Placed design
  – Area after DPL: 2940 um2
  – Routability cong.: 0.762
  – IO Port Bufs: 162
  – DP HPWL: 4.88 mm

Setup path
  – Arr. time, crit path: 0.90 ns
  – Crit Path Class: in -> out
  – Required @ worst endpoint: 0.80 ns
  – Critical Path Start Type: input pin
  – Crit-path max FO: 8
  – Crit end category: output pin

Flow run
  – Max-cap violations: 0
  – Tool warnings: 36

Hold path
  – Hold Path Class: in -> out

Power and ir drop
  – Worst VDD drop: 0.225 mV
  – Power Dens Cells: 319 nW/um2
  – Leak: 0.00146 uW
[power breakdown]
part | switching [uW] | internal [uW]
logic | 216 | 674
clock network | 0 | 0
registers | 3.67 | 75.2
[repair_timing]
action                                  4_1_cts  5_1_grt
gates resized                               206        8
endpoints found under the setup margin       32       32
gates cloned                                  2        1
[stage by stage]
stage	instances	worst slack (ns)	util, %	power, uW
after floorplan	104	0.0396	-	306
after global placement	371	-0.518	38.1	965
after detailed placement	371	-0.515	38.1	969
after CTS	373	-0.0978	38.4	948
after global routing	374	-0.112	39.3	1040
final	374	-0.103	39.3	969
[cell families (layout without fill, tap and decap cells)]
logic type             count (synthesis)  count (layout)  share of synthesized area, %
buffers and inverters                  7             175                          4.63
latches                               32              32                          41.3
multiplexers                          32              32                          36.5
AND/OR/NAND/NOR                       33              33                          17.5
[worst paths after layout]
check	startpoint	endpoint	slack [ns]	cells past startpoint
worst max-delay path	is_load	r_data[13]	-0.10	4
worst min-delay path	data_memory[2]	r_data[2]	0.80	3
[critical path: stages]
cell,delay (ns)
buf_16,0.13
clkbuf_16,0.16
mux2_4,0.29
buf_6,0.11
[synthesized netlist by cell type, drive strengths merged]
cell type	count
mux2	32
nor2	1
buf	7
dlxtn	32
nor2b	32
[per-layer routing]
layer	vias to the layer above	part of all wire (%)	track usage (%)
li1	676	-	-
met1	606	36	9.57
met2	89	49	15.3
met3	0	15	4.66
met4	0	0	0
met5	-	0	0
[layout make-up]
class	instances	area (um2)	area share (%)
timing repair buffer	175	1750	57.5
multi-input combinational	65	684	22.5
sequential	32	480	15.8
tap	102	128	4.20
No activity file was given, so power comes from the tool's default toggle rates.
