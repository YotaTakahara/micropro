==> /design/flow/design.v <==
`timescale 1ns / 1ps
module reg_file( clk,reg_we,rs1_addr,rs2_addr,w_addr
  ,rs1_data,rs2_data,w_data
);
input clk,reg_we;
input [4:0]rs1_addr,rs2_addr,w_addr;
input [31:0]w_data;
output wire[31:0]rs1_data,rs2_data;
reg[31:0]mem[0:31];
 initial begin
 mem[0]=32'd0;
 end
  always @(posedge clk)begin
    if(reg_we)begin
       if(w_addr!=5'd0)mem[w_addr]=w_data;
    end
  end
  assign   rs1_data=mem[rs1_addr];
  assign   rs2_data=mem[rs2_addr];
endmodule
==> /design/flow/run.sh <==
#!/bin/bash
# OpenROAD 26Q1-2900-gdf79404cd8, Yosys 0.63+post, stock flow scripts
make -C /OpenROAD-flow-scripts/flow DESIGN_CONFIG=/design/flow/config.mk WORK_HOME=/design/flow/orfs finish
==> /design/flow/config.mk <==
export PLATFORM = sky130hd
export DESIGN_NAME = reg_file
export DESIGN_NICKNAME = reg_file
export VERILOG_FILES = /design/flow/design.v
export SDC_FILE = /design/flow/constraint.sdc
export NUM_CORES = 4
export LEC_CHECK = 1
export CORE_UTILIZATION = 40
==> /design/flow/constraint.sdc <==
current_design reg_file

set clk_period 6.0
set clk_io_pct 0.2

create_clock -name clk0 -period $clk_period [get_ports {clk}]

set non_clock_inputs [all_inputs -no_clocks]
set_input_delay [expr $clk_period * $clk_io_pct] -clock clk0 $non_clock_inputs
set_output_delay [expr $clk_period * $clk_io_pct] -clock clk0 [all_outputs]
==> results.json <==
{
  "boundaryPins": 113,
  "cts.sinks": 1024,
  "netlist_area_um2": 48800,
  "timing.final.crit_period_ps": 5420,
  "cts-hold-fix-buffers": 0,
  "period_used_share": 0.904,
  "first_global_vias": 31461,
  "clkPwrFrac": 0.391,
  "pwr-share-comb": 0.097,
  "max_stage_delay_ps": 760,
  "dr.pass1.iters": 5,
  "fp-utilization": 0.405,
  "ir_worst_vdd_uv": 253,
  "critPathTopFamily": "buffers and inverters",
  "synthToLayoutAreaGrowth_pct": 14.6,
  "dieArea_um2": 123000,
  "synth_seq_share": 0.631,
  "postLayoutCellArea_um2": 55900,
  "yosysCellCount": 3386,
  "largest_register_ffs": 1024,
  "netlist_instances": 3386,
  "rsz0062_at_grt": "no",
  "std_cell_rows": 127,
  "p_leak_nw": 20.5,
  "path_clk_slew_ps": 60,
  "grt_max_degree": 69,
  "grt_antenna_before_repair": 4,
  "cts_tree": "yes",
  "grt_first_pass_wirelength_um": 215000,
  "cp_max_fo": 43,
  "max_freq_mhz": 184,
  "synthFlopType": "edfxtp_1",
  "io_buffer_count": 112,
  "criticalPathCategory": "in2out",
  "crit_top_cell": "clkdlybuf4s50_1",
  "cp-start-kind": "input pin",
  "cts_buffers": 105,
  "yosysTopAreaCell": "edfxtp_1",
  "warnings": 26,
  "wl_um": 150000,
  "cp_data_required_time_ps": 4800,
  "worstPathArrival_ps": 4220,
  "ant_nets": 0,
  "wire_per_inst_um": 28.6,
  "critPathBufInv": 2,
  "place_congestion": 0.898,
  "grt_usage": 0.262,
  "core_um2": 120000,
  "setup_viol": 0,
  "grt_overflow": 0,
  "p_sw_frac": 0.234,
  "clk_path_buf_depth": 3,
  "edf_count": 1024,
  "maxCapViolCount": 0,
  "outcome": "finished, final reports clean",
  "drc": 0,
  "postPlaceCellArea_um2": 52700,
  "holdWs_ps": 1330,
  "maxSlewHeadroom": 0.315,
  "hold_class": "in2reg",
  "fp.dieH_um": 351,
  "powerDensity_nw_per_um2": 281,
  "fin_setup_tns_ps": 0,
  "dp_hpwl_um": 89600,
  "fill_cells": 10448,
  "endpoint_kind": "output port",
  "yosys_warnings": 1,
  "power_switching_w": 0.00367,
  "viasPerCell": 5.86,
  "cts.repair.resized": 0,
  "layout-drive-gt1-share": 0.0985,
  "p_int_w": 0.0120,
  "synth_flops": 1024,
  "ctsHtreeMaxLevel": 3,
  "cts-root-buf": "clkbuf_16",
  "tightest_slew_ps": 1030,
  "die_w_um": 351,
  "final_max_slew_viol_count": 0,
  "async_flop_share": 0,
  "diodes": 0,
  "synth_cell_types": 24,
  "sequentialPowerShare": 0.511,
  "crit_slowest_cell": "and2_4",
  "crit_chain": "clkdlybuf4s50_1 > and2_4 > a22o_1 > nor3_1 > a31oi_1 > nand3_1 > clkdlybuf4s50_1",
  "top_cell_area_share": 0.631,
  "vias": 30780,
  "hold_viol": 0,
  "drt_first_iter_violations": 2067,
  "avgSynthCellArea_um2": 14.4,
  "topCellsByArea": "edfxtp_1 (63%), mux2i_1 (21%), a22oi_1 (3.0%)",
  "ys_area_um2": 48800,
  "cts_setup_buffers": 0
}
routing by layer:
metal,vias up,routed length [µm],track usage
met4,8,4700,0.0653
li1,13735,-,-
met3,276,19400,0.141
met1,15278,54400,0.334
met2,1483,72000,0.407
met5,-,49,0.00157
worst paths after layout:
| check | cells past startpoint | from | slack (ps) | to |
|---|---|---|---|---|
| worst max-delay path | 7 | rs1_addr[0] | 580 | rs1_data[8] |
| worst min-delay path | 2 | w_data[2] | 1330 | mem[24][2] |
layout make-up:
cell class | count | area, µm² | share of cell area
Timing Repair Buffer | 291 | 3060 | 0.0548
Clock inverter | 56 | 407 | 0.00728
Clock buffer | 134 | 2760 | 0.0493
Multi-Input combinational cell | 2140 | 16900 | 0.302
Tap cell | 1612 | 2020 | 0.0361
Sequential cell | 1024 | 30700 | 0.550
cell families (layout without fill, tap and decap cells):
| family | after synthesis | in the layout | share of synthesized area |
|---|---|---|---|
| multiplexers | 1024 | 1024 | 0.210 |
| AND/OR/NAND/NOR | 508 | 508 | 0.0471 |
| other | 1 | 32 | 0.0000769 |
| buffers and inverters | 253 | 481 | 0.0315 |
| AND-OR/OR-AND | 576 | 576 | 0.0805 |
| flip-flops | 1024 | 1024 | 0.631 |
through the flow:
step | worst slack (ps) | power, W | utilization | instances
floorplan | 2380 | 0.00900 | - | 3417
global placement | 571 | 0.00969 | 0.438 | 5067
finish | 577 | 0.0157 | 0.464 | 5257
detailed placement | 569 | 0.00969 | 0.438 | 5067
CTS | 564 | 0.0158 | 0.464 | 5257
global route | 425 | 0.0162 | 0.464 | 5257
power by group through the flow:
stage / clock (W) / sequential, W / combinational [W]
after CTS: 0.00622 / 0.00802 / 0.00153
after global routing: 0.00651 / 0.00803 / 0.00163
final: 0.00614 / 0.00802 / 0.00153
cells in the mapped netlist (all sizes together) (2+ instances only):
cell type,n
a31oi,64
nand3,194
clkbuf,86
buf,167
a22oi,192
and2,2
nor3,64
nor2,34
nand2b,4
edfxtp,1024
a21oi,192
mux2i,1024
nand2,195
nand3b,5
or3b,3
a22o,128
nor2b,4
or2,2
layout by cell type, fill, tap and decap left out:
cell and count:
a21oi_1 192, a22o_1 128, a22oi_1 192, a31oi_1 64, and2_4 2, buf_12 47, buf_4 132, buf_8 2
bufinv_16 5, clkbuf_1 28, clkbuf_16 106, clkdlybuf4s50_1 110, clkinv_1 34, clkinv_2 10, clkinv_8 1, clkinvlp_4 1
conb_1 32, edfxtp_1 1024, inv_16 1, inv_6 4, mux2i_1 1024, nand2_1 193, nand2_2 2, nand2b_2 4
nand3_1 194, nand3b_1 5, nor2_1 1, nor2_4 33, nor2b_4 4, nor3_1 64, or2_2 2, or3_1 1
or3b_2 3
Power figures rest on the tool's default switching activity, not on a simulated workload.
